$ cat /design/flow/config.mk
export PLATFORM = sky130hd
export DESIGN_NAME = stopwatch
export DESIGN_NICKNAME = stopwatch
export VERILOG_FILES = /design/flow/design.v
export SDC_FILE = /design/flow/constraint.sdc
export NUM_CORES = 4
export LEC_CHECK = 1
export CORE_AREA = 10 10 74 74
export DIE_AREA = 0 0 84 84
$ cat /design/flow/constraint.sdc
current_design stopwatch

set clk_period 2.7
set clk_io_pct 0.2

create_clock -name clk0 -period $clk_period [get_ports {clk}]

set non_clock_inputs [all_inputs -no_clocks]
set_input_delay [expr $clk_period * $clk_io_pct] -clock clk0 $non_clock_inputs
set_output_delay [expr $clk_period * $clk_io_pct] -clock clk0 [all_outputs]
$ cat /design/flow/design.v
`timescale 1ns/1ns
module stopwatch (clk, sw1, sw2, sw3, dsp);
	input        clk, sw1, sw2, sw3;
	output [7:0] dsp;
	reg    [7:0] cnt, dsp;
	reg    [1:0] state, next_state;
	reg          ci, ld, rst;
	always@(sw1 or sw2 or sw3 or state) begin
		case (state)
			2'b00 : begin
				if(sw1 == 1'b1 && sw2 == 1'b0 && sw3 == 1'b0) begin
					next_state <= 2'b01;
				end
			end
			2'b01 : begin
				if(sw1 == 1'b0 && sw2 == 1'b1 && sw3 == 1'b0) begin
					next_state <= 2'b11;
				end else if(sw1 == 1'b0 && sw2 == 1'b0 && sw3 == 1'b1) begin
					next_state <= 2'b10;
				end
			end
			2'b10 : begin
				if(sw1 == 1'b0 && sw2 == 1'b1 && sw3 == 1'b0) begin
					next_state <= 2'b11;
				end else if(sw1 == 1'b1 && sw2 == 1'b0 && sw3 == 1'b0) begin
					next_state <= 2'b01;
				end
			end
			2'b11 : begin
				if(sw1 == 1'b1 && sw2 == 1'b0 && sw3 == 1'b0) begin
					next_state <= 2'b01;
				end else if(sw1 == 1'b0 && sw2 == 1'b0 && sw3 == 1'b1) begin
					next_state <= 2'b00;
				end
			end
			default : begin
				next_state <= 2'b00;
			end
		endcase
	end
	always@(posedge clk) begin
		state <= next_state;
	end
	always@(state) begin
		case(state)
		2'b00 : begin
			rst <= 1'b0;
			ci <= 1'b0;
			ld <= 1'b0;
		end
		2'b01 : begin
			rst <= 1'b1;
			ci <= 1'b1;
			ld <= 1'b1;
		end
		2'b10 : begin
			rst <= 1'b1;
			ci <= 1'b1;
			ld <= 1'b0;
		end
		2'b11 : begin
			rst <= 1'b1;
			ci <= 1'b0;
			ld <= 1'b1;
		end
		default : begin
			rst <= 1'b0;
			ci <= 1'b0;
			ld <= 1'b0;
		end
		endcase
	end
	always@(posedge clk) begin
		if(rst == 1'b0) begin
			cnt <= 8'b00000000;
		end else begin
			cnt <= cnt + ci;
		end
	end
	always@(posedge clk) begin
		if(rst == 1'b0) begin
			dsp <= 8'b00000000;
		end else if(ld == 1'b1) begin
			dsp <= cnt;
		end
	end
endmodule
$ cat /design/flow/run.sh
#!/bin/bash
# OpenROAD 26Q1-2900-gdf79404cd8, Yosys 0.63+post, stock flow scripts
make -C /OpenROAD-flow-scripts/flow DESIGN_CONFIG=/design/flow/config.mk WORK_HOME=/design/flow/orfs finish
==> ci_impl_report.md <==
## Implementation flow summary

| Metric | Value |
|---|---|
| Hold_buf cts | `0` |
| Post-DP HPWL | `1150 um` |
| Synthesis Warnings | `1` |
| Yosys reg bits | `20` |
| Clock Latency Late Sink | `0.25 ns` |
| Placed Instance Area | `983 um2` |
| Netlist Area Pre-Place | `826 um2` |
| Most numerous logic cell after layout | `dfxtp_1` |
| Io pins | `12` |
| DRC Markers | `0` |
| Yosys cell count | `94` |
| Power Density | `547 nW/um2` |
| # Max-Cap Violations | `0` |
| GRT busiest layer | `met2` |
| Layout cells sized above 1 | `3.85%` |
| Cells after synthesis | `94` |
| Met2 Use GR | `6.20%` |
| GR Overflow Total | `0` |
| Fin cells | `154` |
| Min-delay src | `dsp[6]` |
| Syn Area/Cell | `8.79 um2` |
| Tool warnings | `28` |
| Initial DRC Count | `57` |
| Share of power burned in registers | `55.2%` |
| Highest clock rate | `564 MHz` |
| Root Buffer | `clkbuf_8` |
| Crit share post-route | `65.7%` |
| Crit-path most repeated cell | `ha_1` |
| Drt wl/cell | `9.83 um` |
| Number of unconstrained endpoints | `4` |
| Rel. slew slack | `59.8%` |
| Leakage | `0.357 nW` |
| Yosys synthesis chip area | `826 um2` |
| Initial antenna violation count | `0` |
| Clock power frac | `31.6%` |
| CP cell instances | `inv_1, ha_1, ha_1, ha_1, nand2_1, or3_1, a21oi_1` |
| CTS tree | `done` |
| Vias/cell | `4.40` |
| Fin Hold WS | `0.451 ns` |
| Period minus WS final | `1.77 ns` |
| TNS Setup | `0 ns` |
| Core footprint | `3970 um2` |
| GR Util All Layers | `4.26%` |
| Top Layout Cells | `dfxtp_1, o21ai_0, a21oi_1, clkdlybuf4s50_1, nand2_1` |
| Required time of the worst setup path | `2.88 ns` |
| Distinct lib cells used | `21` |
| Max stage delay cell, worst path | `dfxtp_1` |
| Dpl cells | `151` |
| GRT met3 Usage | `1.28%` |
| Final antenna-violating net count | `0` |
| Combinational power share | `13.2%` |
| Setup bufs post-CTS | `0` |
| Vias in the first global route | `617` |
| Pint | `0.431 mW` |
| Clock Tree Buf Depth | `2` |
| Post-layout util | `25.8%` |
| CP endpoint kind | `register` |
| Pre-CTS WS | `0.958 ns` |
| Area Growth Syn to Fin | `24.1%` |
| Sw frac | `23.0%` |
| Reg-to-reg endpoint | `cnt[6]` |
| Crit Path Max Fanout | `5` |
| H-tree levels | `1` |
| Total power | `0.560 mW` |
| Setup Skew | `0.00164 ns` |
| Final max-slew violation count | `0` |
| Run status | `complete, no violations` |
| Reg2Reg Depth | `7` |
| RD Place Congestion | `0.796` |
| M1 GR Usage | `5.96%` |
| Buffers & Inverters on Critical Path | `1` |
| Final hold violations | `0` |
| Die X | `84 um` |
| R2R Path Start | `state[1]` |
| Cell family with most CP delay | `adder cells` |
| RSZ-0062 raised after global routing | `false` |
| Max VDD drop | `0.154 mV` |
| Setup CP Type | `register to register` |
| Pre-Repair DR Iteration Count | `4` |
| Die Y | `84 um` |
| Post-CTS Resized | `0` |
| First-pass GRT wire length | `2730 um` |
| Cell Rows | `23` |
| Tightest Pin Transition | `0.602 ns` |
| Total die size | `7060 um2` |
| Hold-critical path depth | `2` |
| Hold Path Sink | `dsp[6]` |
| Final WL | `1510 um` |
| Final setup fails | `0` |
| Clock transition at the registers of the reported paths | `0.06 ns` |
| Antenna diodes | `0` |
| WP data arrival | `1.95 ns` |
| Reg-to-reg setup timing slack | `0.93 ns` |
| Psw | `0.129 mW` |
| Post-route cell area | `1020 um2` |
| Fp_density | `20.8%` |
| CTS Buf Count | `3` |
| Register pins left without a clock | `2` |
| DR vias | `677` |
| Critical path's largest stage delay | `0.40 ns` |
| Worst hold path class | `register to register` |
| Worst setup margin | `0.926 ns` |
| Critical path launch point type | `register` |
| Port-buffer cells | `11` |
| Largest net degree at the start of global routing | `19` |
routing by layer:
metal / share of wire (%) / vias up / routed length, um
li1: - / 350 / -
met1: 50 / 309 / 753
met2: 42 / 16 / 632
met3: 6.5 / 2 / 98
met4: 1.9 / 0 / 29
met5: 0 / - / 0
power groups by stage:
stage | Combinational [mW] | Sequential (mW) | Clock, mW
final | 0.0741 | 0.309 | 0.177
after global routing | 0.0859 | 0.313 | 0.197
after CTS | 0.0751 | 0.309 | 0.186
Yosys cell counts:
library cell	count	area share (%)
o21ai_0	13	7.9
nand3_1	2	1.2
dlxtn_1	2	3.6
xnor2_1	1	1.1
o32ai_1	2	2.1
nand4_1	2	1.5
buf_1	1	0.45
a22oi_1	1	0.91
nor2b_1	4	3.0
ha_1	6	9.1
a22o_1	1	1.1
a21oi_1	11	6.7
inv_1	3	1.4
nand3_2	1	1.2
nand2_1	10	4.5
dfxtp_1	18	44
or3_1	3	2.3
nor2_1	6	2.7
clkbuf_1	3	1.4
nor4b_1	2	2.1
xor2_1	2	2.1
worst register-to-register path, cell delays in order (launching register included):
cell and delay [ns]:
dfxtp_1 0.40, inv_1 0.09, ha_1 0.28, ha_1 0.17
ha_1 0.21, nand2_1 0.08, or3_1 0.35, a21oi_1 0.14
worst max-delay path by stage:
stage | start | end | slack, ns | cells after the start
CTS | state[1] | cnt[6] | 0.92 | 7
global route | state[1] | cnt[6] | 0.77 | 7
finish | state[1] | cnt[6] | 0.93 | 7
logic make-up (layout without fill, tap and decap cells):
kind of cell | after synthesis | count (layout) | synth area share [%]
flops | 18 | 18 | 43.6
latches | 2 | 2 | 3.64
buf+inv | 7 | 17 | 3.18
fa+ha+maj | 6 | 6 | 9.09
compound gates | 28 | 28 | 18.6
simple gates | 30 | 30 | 18.6
xor+xnor | 3 | 3 | 3.18
layout make-up:
class / instances / area [um2]
clock buffer: 3 / 41.3
multi-input combinational: 67 / 409
inverter: 3 / 11.3
tap: 50 / 62.6
fill: 427 / 2950
timing repair buffer: 11 / 110
sequential: 20 / 390
sequential cells by signal (all words and copies together) (netlist names):
| name | flops |
|---|---|
| state | 2 |
| cnt | 8 |
| next_state | 2 |
| dsp | 8 |
Power figures rest on the tool's default switching activity, not on a simulated workload.
