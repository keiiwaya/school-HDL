`flow/run.sh`:
```
#!/bin/bash
# OpenROAD 26Q1-2900-gdf79404cd8, Yosys 0.63+post, stock flow scripts
make -C /OpenROAD-flow-scripts/flow DESIGN_CONFIG=/design/flow/config.mk WORK_HOME=/design/flow/orfs finish
```
`flow/config.mk`:
```
export PLATFORM = sky130hd
export DESIGN_NAME = ram
export DESIGN_NICKNAME = ram
export VERILOG_FILES = /design/flow/design.v
export SDC_FILE = /design/flow/constraint.sdc
export NUM_CORES = 4
export LEC_CHECK = 1
export CORE_UTILIZATION = 40
```
`flow/constraint.sdc`:
```
current_design ram

set clk_period 2.0
set clk_io_pct 0.2

create_clock -name clk0 -period $clk_period [get_ports {clk}]

set non_clock_inputs [all_inputs -no_clocks]
set_input_delay [expr $clk_period * $clk_io_pct] -clock clk0 $non_clock_inputs
set_output_delay [expr $clk_period * $clk_io_pct] -clock clk0 [all_outputs]
```
`flow/design.v`:
```
`timescale 1ns/1ns
module ram(clk, re, we, adrs, din, dout);
	input        clk, re, we;
	input  [3:0] adrs, din;
	output [3:0] dout;
	reg    [3:0] data [0:15];
	always@(posedge clk) begin
		if(we == 1'b1) begin
			data[adrs] <= din;
		end
	end
	assign dout = (re == 1'b1) ? data[adrs] : 4'bxxxx;
	initial begin
		data[0] = 4'h0;
		data[1] = 4'h0;
		data[2] = 4'h0;
		data[3] = 4'h0;
		data[4] = 4'h0;
		data[5] = 4'h0;
		data[6] = 4'h0;
		data[7] = 4'h0;
		data[8] = 4'h0;
		data[9] = 4'h0;
		data[10] = 4'h0;
		data[11] = 4'h0;
		data[12] = 4'h0;
		data[13] = 4'h0;
		data[14] = 4'h0;
		data[15] = 4'h0;
	end
	wire [3:0] m0, m1, m2, m3;
	assign m0 = data[0];
	assign m1 = data[1];
	assign m2 = data[2];
	assign m3 = data[3];
endmodule
```
==> results.txt <==
Numbers from the implementation run.

The non-filler instance count after layout is ~260. The startpoint of the worst hold path is adrs[0]. TritonCTS built the clock tree. The largest voltage drop on the vdd net is roughly 0.71 mV. In this run, distinct cell masters in the synthesized netlist total 18. The core region is around 6100 um^2. The H-tree was split into 3 levels.

The final reports fail on negative setup slack. In the hold timing report, the worst path depth is 4. The routed layout has 1,370 vias.

After Yosys synthesis, and, or, nand and nor cells account for 7.04% of the synthesized area. The number of antenna violations at the first check in global routing is 0. The wire length of the first global-routing pass is around 7500 um. Subtracting the final worst setup slack from the clock period gives roughly 2.0 ns. The post-DP HPWL is about 3100 um. By count the netlist is led by 64 x sky130_fd_sc_hd__edfxtp_1, 13 x sky130_fd_sc_hd__nor2_1, 10 x sky130_fd_sc_hd__mux4_2, 9 x sky130_fd_sc_hd__nand3_1, 6 x sky130_fd_sc_hd__mux4_1. The layout summary lists the proportion of cells stronger than drive strength 1 as 41.5%. The clock root buffer is sky130_fd_sc_hd__clkbuf_8. The largest registers in the layout are data: 64 flops. The sequential cell area fraction in the yosys report is 74.5%. TritonCTS created 9 clock buffers. The setup-violating endpoint count in the final report is 1. The chip width is 82.3 um. The detailed-route wire length is 4890 um.

Yosys mapped a number of flops with a built-in enable equal to 64. The via count of the first global-routing pass is 1,426. The number of optimization iterations in the first detailed-route pass is 4.

The fraction of post-synthesis cell area in the top cell type by area is 74.5%. After synthesis the cells add up to 2580 um^2. The register with the most flip-flops in the layout has 64 of them. Counting flops with an async set or reset pin after synthesis yields a share of 0%. The number of diodes added for antenna fixing is 0. In this run, synthesis produced a sequential element count of around 64. The maximum buffer depth of the clock tree is 2. The cell count after synthesis came out at roughly 130.

The run reported a max-capacitance violation count of 0. The terminating pin of the worst hold path is data[0][1]. The total number of clock tree sinks is 64. The number of cell rows is 28.

The post-layout worst setup margin is -0.0188 ns. The average cell area after synthesis is 20.0 um^2. The tool warning count for the run is 28. Counting both buffers and inverters, the worst setup path holds a total of 4. The placement-stage worst setup slack is -0.832 ns. Per the slew report, the remaining headroom to the max-slew limit stands at approximately 56%. In this build the clock could be raised as far as 0.495 GHz.

Broken down by cell family, the worst path's largest delay share belongs to multiplexers. The post-CTS clock slew at the launch and capture registers of the worst setup and hold paths is roughly 0.060 ns. Counting the warning lines in the Yosys log gives 1.

Per the post-route antenna check, the number of violating nets is 0. Total power normalized to cell area comes to 838 nW/um^2. The chip area line in the Yosys stat output reads about 2600 um^2. The xor and xnor fraction of the mapped netlist area is 0%. Among the stages of the critical path, the cell type that occurs most often is sky130_fd_sc_hd__buf_12. The final weighted congestion of routability-driven global placement is 0.803. On the critical path, the stage with the largest delay is an instance of sky130_fd_sc_hd__mux4_2. The floorplan step records an initial core utilization of 42.5%. Using the TritonRoute via totals, the vias-per-cell ratio works out to 5.21. The number of placed instances with taps included is 242. The number of failing hold endpoints at the final stage is 0. The boundary pin count is 15. The count of routing violations after the opening detailed-route iteration is between 80 and 90.

The path category of the worst min-delay check is primary input to register. Among all cell types in the netlist, the one instantiated most often is sky130_fd_sc_hd__edfxtp_1. The synthesis report lists the most area-consuming cells as sky130_fd_sc_hd__edfxtp_1 75%, sky130_fd_sc_hd__mux4_2 8.7%, sky130_fd_sc_hd__mux4_1 6.1%. The synthesized netlist devotes 0% of its cell area to adder and majority cells. The final-layout setup total negative slack is -0.0188 ns. The run finished, with violations left. The critical-path maximum fanout is 7. The final count of pins violating max slew is 0. Setup repair after global routing could not meet its margin everywhere. The share of synthesized area spent on multiplexers is 14.8%. The prevailing post-synth register cell is sky130_fd_sc_hd__edfxtp_1. The worst setup path is captured at a primary output. The count of buffers added on input and output ports is 13.

Global routing finished with a remaining overflow of 0. The number of inserted filler cells in the final layout is 463. Per the OpenROAD floorplan log, the height of the die is 82.3 um. After detailed routing, the number of remaining DRC violations is 0. The cell taking the most area after synthesis is sky130_fd_sc_hd__edfxtp_1. The final power report lists total power as 2.73 mW. The signed area change from the synthesized netlist to the final layout is 26.5%. The average wire length per cell after detail routing is 18.6 um.

The kind of critical path is primary input to primary output. The worst endpoint data arrival time is 1.62 ns. Overall routing resource usage recorded by global route was 17.6%. STA classifies the critical path startpoint as a primary input. For reference, compound AND-OR and OR-AND cells occupy 1.36% of the area reported after synthesis. The core occupancy in the finished layout is a little over half. Entering global routing, the biggest net connects 17 pins. The highest cell delay on the worst timing path is 0.50 ns. The signal on the critical path passes through buf_12, buf_12, buf_6, mux4_2, a22oi_2, nand3_1, buf_2.

The leakage power in the latest report is approximately 1.1 nW. The chip occupies 6770 um^2. The final critical-path share of the clock period is 101%. The yosys stat cell total is 129.

The dominant kind of combinational cell is multiplexers. The slew at the pin with the worst max-slew slack is approximately 0.66 ns. The required time of the critical path is 1.60 ns.

The largest register by flop count is data.
-- worst max path at each step --
stage     startpoint       to  slack, ns  cells after the start
4_1_cts      adrs[0]  dout[0]      -0.06                      7
5_1_grt   data[7][1]  dout[1]      -0.09                      4
6_report     adrs[0]  dout[0]      -0.02                      7
-- routing by layer --
layer / track usage (%) / vias up / share of wire (%)
li1: - / 632 / -
met1: 24.4 / 668 / 41
met2: 24.3 / 62 / 44
met3: 12.9 / 8 / 12
met4: 2.11 / 0 / 2.1
met5: 5.00 / - / 0
-- cell usage in the layout, fill, tap and decap left out, types with 2 or more instances in the layout --
master	count
sky130_fd_sc_hd__a22oi_2	4
sky130_fd_sc_hd__buf_12	3
sky130_fd_sc_hd__buf_2	4
sky130_fd_sc_hd__buf_4	30
sky130_fd_sc_hd__buf_6	4
sky130_fd_sc_hd__clkbuf_1	3
sky130_fd_sc_hd__clkbuf_8	9
sky130_fd_sc_hd__clkdlybuf4s50_1	5
sky130_fd_sc_hd__clkinv_2	3
sky130_fd_sc_hd__dlygate4sd2_1	2
sky130_fd_sc_hd__edfxtp_1	64
sky130_fd_sc_hd__mux4_1	2
sky130_fd_sc_hd__mux4_2	14
sky130_fd_sc_hd__nand2_1	4
sky130_fd_sc_hd__nand2b_1	2
sky130_fd_sc_hd__nand3_1	8
sky130_fd_sc_hd__nand3b_1	2
sky130_fd_sc_hd__nor2_1	12
sky130_fd_sc_hd__nor3_1	4
-- repair_timing --
item,CTS,global route
gates resized,40,1
gates cloned,2,0
pin swaps,8,2
setup buffers,3,0
endpoints found under the hold margin,0,0
hold buffers,0,0
endpoints found under the setup margin,4,4
-- cells by family (layout without fill, tap and decap cells) --
| logic type | count (synthesis) | after routing |
|---|---|---|
| AND-OR/OR-AND | 4 | 4 |
| flip-flops | 64 | 64 |
| AND/OR/NAND/NOR | 38 | 38 |
| buffers and inverters | 7 | 66 |
| multiplexers | 16 | 16 |
-- cell type report --
class,instances,area [um^2],share of cell area (%)
flip-flops and latches,64,1920,58.9
clock buffers,12,135,4.14
repair buffers,50,455,14.0
multi-input cells,58,612,18.8
well taps,75,93.8,2.88
clock inverters,4,45.0,1.38
-- power breakdown --
group / switching [mW] / internal, mW / leakage, nW / total [mW]
clock network: 0.433 / 0.570 / 0.0941 / 1.00
registers: 0.00581 / 1.50 / 0.578 / 1.51
logic: 0.103 / 0.117 / 0.459 / 0.220
-- worst min-delay path: stages --
cell and delay, ns:
sky130_fd_sc_hd__buf_12 0.09, sky130_fd_sc_hd__buf_16 0.12, sky130_fd_sc_hd__nor3_1 0.05, sky130_fd_sc_hd__buf_4 0.15
-- metrics by stage --
step | hold slack [ns] | area (um^2)
after floorplan | 0.499 | 2580
after global placement | 1.38 | 3010
after detailed placement | 1.42 | 3010
after CTS | 0.637 | 3260
after global routing | 0.651 | 3260
final | 0.651 | 3260
Power figures rest on the tool's default switching activity, not on a simulated workload.
