==> design/flow/design.v <==
`timescale 1ns/1ns
module regf(clk, we, din, a, dout_a, b, dout_b);
	input        clk, we;
	input  [3:0] din;
	input  [1:0] a, b;
	output [3:0] dout_a, dout_b;
	reg    [3:0] data [0:3];
	always@(posedge clk) begin
		if(we == 1'b1) begin
			data[a] <= din;
		end
	end
	assign dout_a = data[a];
	assign dout_b = data[b];
	initial begin
		data[0] = 4'h0;
		data[1] = 4'h0;
		data[2] = 4'h0;
		data[3] = 4'h0;
	end
	wire   [3:0] r0, r1, r2, r3;
	assign r0 = data[0];
	assign r1 = data[1];
	assign r2 = data[2];
	assign r3 = data[3];
endmodule
module reg8(clk, rst, we, din, dout);
	input        clk, rst, we;
	input  [7:0] din;
	output [7:0] dout;
	reg    [7:0] dout;
	always@(posedge clk) begin
		if(rst == 1'b0) begin
			dout <= 8'b00000000;
		end else if(we == 1'b1) begin
			dout <= din;
		end
	end
endmodule
module reg4(clk, rst, we, din, dout);
	input        clk, rst, we;
	input  [3:0] din;
	output [3:0] dout;
	reg    [3:0] dout;
	always@(posedge clk) begin
		if(rst == 1'b0) begin
			dout <= 4'b0000;
		end else if(we == 1'b1) begin
			dout <= din;
		end
	end
endmodule
module reg2(clk, rst, we, din, dout);
	input        clk, rst, we;
	input  [1:0] din;
	output [1:0] dout;
	reg    [1:0] dout;
	always@(posedge clk) begin
		if(rst == 1'b0) begin
			dout <= 2'b00;
		end else if(we == 1'b1) begin
			dout <= din;
		end
	end
endmodule
==> design/flow/run.sh <==
#!/bin/bash
# OpenROAD 26Q1-2900-gdf79404cd8, Yosys 0.63+post, stock flow scripts
make -C /OpenROAD-flow-scripts/flow DESIGN_CONFIG=/design/flow/config.mk WORK_HOME=/design/flow/orfs finish
==> design/flow/config.mk <==
export PLATFORM = sky130hd
export DESIGN_NAME = regf
export DESIGN_NICKNAME = regf
export VERILOG_FILES = /design/flow/design.v
export SDC_FILE = /design/flow/constraint.sdc
export NUM_CORES = 4
export LEC_CHECK = 1
export CORE_AREA = 10 10 75 75
export DIE_AREA = 0 0 85 85
==> design/flow/constraint.sdc <==
current_design regf

set clk_period 1.2
set clk_io_pct 0.2

create_clock -name clk0 -period $clk_period [get_ports {clk}]

set non_clock_inputs [all_inputs -no_clocks]
set_input_delay [expr $clk_period * $clk_io_pct] -clock clk0 $non_clock_inputs
set_output_delay [expr $clk_period * $clk_io_pct] -clock clk0 [all_outputs]
==> flow_metrics.env <==
# implementation run metrics
export IMPL_outcome="complete, but fails checks"
export IMPL_violated_checks="setup timing"
export IMPL_number_of_antenna_violations_at_the_first_check_in_global_routing=0
export IMPL_die_size_y_um=85
export IMPL_finalInstanceArea_um2=996.0
export IMPL_drive_above_1_share=0.5893
export IMPL_maxCapViolCount=0
export IMPL_top_register="data"
export IMPL_floorplan_die_area_um2=7225
export IMPL_pin_count_of_the_biggest_net_entering_global_routing=9
export IMPL_synth_yosys_num_cells=29
export IMPL_drc=0
export IMPL_finalPower_mw=1.178
export IMPL_clock_sink_count=16
export IMPL_post_synth_cell_area_avg_um2=24.89
export IMPL_critical_path_required_ps=960
export IMPL_cts_root_to_sink_buffers=2
export IMPL_post_synthesis_sequential_element_count=16
export IMPL_postSynthSeqShare=0.6655
export IMPL_final_min_clock_period_ps=1585
export IMPL_log_warnings=27
export IMPL_max_slew_worst_pin_slew_ps=259.3
export IMPL_route_detailed_vias_per_inst=3.802
export IMPL_largest_reg_flops=16
export IMPL_static_leakage_power_nw=0.3526
export IMPL_final_core_util=0.2455
export IMPL_via_count=403
export IMPL_yosys_area_top_type="edfxtp_1"
export IMPL_yosysUniqueCellTypes=7
export IMPL_place_port_buffers=17
export IMPL_numCtsBuffers=3
export IMPL_horiz_die_dim_um=85
export IMPL_largest_registers="data: 16 flops"
export IMPL_clock_transition_time_at_the_flip_flop_clock_pins_of_the_worst_setup_and_hold_paths_ps=50
export IMPL_fp_coreArea_um2=4058
export IMPL_syn_to_final_growth_pct=37.95
export IMPL_postRouteAntennaNets=0
export IMPL_rsz0062_at_grt="true"
export IMPL_synthDominantCellAreaShare=0.6655
export IMPL_cts_hold_repair_buffers=0
export IMPL_drtIter0Drc=25
export IMPL_initCoreUtil=0.1779
export IMPL_timing_final_hold_violations=0
export IMPL_synth_area_yosys_um2=721.9
export IMPL_setup_slack_ps=-385.5
export IMPL_vias_in_the_first_global_route=503
export IMPL_synth_top_cells_by_area="edfxtp_1 67%, mux4_1 15%, mux4_2 12%"
export IMPL_grt_util_all_layers=0.04202
export IMPL_placed_cells_incl_taps=99
export IMPL_place_gp_congestion=0.7141
export IMPL_num_rows=23
export IMPL_grt_overflow_total=0
export IMPL_whs_ps=641.2
export IMPL_timing_hold_worst_class="input port to register"
export IMPL_antenna_cells=0
export IMPL_end_kind="output pin"
export IMPL_criticalPathCategory="register to output pin"
export IMPL_cp_arrival_ps=1350
export IMPL_cp_start_kind="register"
export IMPL_post_synth_inst_count=29
export IMPL_length_of_the_first_detailed_routing_pass_in_iterations=4
export IMPL_grt_first_pass_wirelength_um=2408
export IMPL_drt_wirelength_per_cell_um=14.11
export IMPL_post_route_non_filler_standard_cell_count=106
export IMPL_finalSetupViolations=8
export IMPL_post_dp_cell_area_um2=973.4
export IMPL_cts_root_buffer_cell="clkbuf_8"
export IMPL_report_final_slew_viol_count=0
export IMPL_final_period_utilization=1.321
export IMPL_pwr_density_cell_nw_per_um2=1183
export IMPL_post_synthesis_instance_area_um2=721.9
export IMPL_peakVddDrop_mv=0.3075
export IMPL_slew_headroom=0.8272
export IMPL_worst_path_max_fanout=2
export IMPL_route_final_wire_length_um=1496
export IMPL_cts_tree="done"
export IMPL_num_io_pins=18
export IMPL_yosys_warnings=1
export IMPL_max_clock_freq_mhz=630.7
export IMPL_detailedPlace_worstSlack_ps=-886.6
export IMPL_final_setup_tns_ps=-2250
export IMPL_htreeDepth=1
## cell usage in the layout, fill, tap and decap left out, drive strengths merged
| cell type | instances |
|---|---|
| and3 | 1 |
| and3b | 2 |
| buf | 17 |
| clkbuf | 3 |
| clkdlybuf4s15 | 1 |
| clkdlybuf4s50 | 5 |
| dlygate4sd2 | 2 |
| edfxtp | 16 |
| mux4 | 8 |
| nor3b | 1 |
## cell usage after synthesis
master and n:
buf_6 1, and3_2 1, edfxtp_1 16, and3b_2 2, nor3b_1 1, mux4_2 4, mux4_1 4
## cell families (layout without fill, tap and decap cells)
logic type             after synthesis  count (layout)  synth area share
muxes                                8               8            0.2704
buffers and inverters                1              28           0.01560
and+or+nand+nor                      4               4           0.04854
DFF                                 16              16            0.6655
## worst max-delay path, stage by stage (launching register included)
cell      delay (ps)
edfxtp_1         400
buf_4            150
mux4_2           440
buf_2            120
## per-layer routing
layer / GRT usage / up-vias / part of all wire
li1: - / 184 / -
met1: 0.05573 / 196 / 0.50
met2: 0.05450 / 19 / 0.38
met3: 0.03083 / 4 / 0.10
met4: 0.007485 / 0 / 0.015
met5: 0 / - / 0
## final timing paths
kind | to | cells past startpoint | startpoint | slack, ps
max | dout_a[3] | 3 | data[3][3]$_DFFE_PP_ | -390
min | data[3][3]$_DFFE_PP_ | 1 | din[3] | 640
## power breakdown
group          total [mW]  internal [mW]  leakage, nW  switching, mW
registers           0.659          0.646        0.147         0.0133
clock network       0.372          0.222       0.0216          0.151
logic               0.146         0.0989        0.184         0.0475
## cell type report
cell class | instances | area, um2
multi-input combinational | 12 | 220.2
timing repair buffer | 25 | 191.4
fill | 409 | 3062
tap | 50 | 62.56
clock buffer | 3 | 41.29
sequential | 16 | 480.5
## repair_timing
| item | 4_1_cts | 5_1_grt |
|---|---|---|
| pin swaps | 0 | 0 |
| setup endpoints to repair | 24 | 12 |
| cloned | 0 | 0 |
| buffers inserted | 4 | 0 |
| gates resized | 38 | 1 |
Power and IR drop assume default switching activity.
